===== flow/constraint.sdc =====
current_design nextpc

set clk_period 9.7
set clk_io_pct 0.2

create_clock -name clk0 -period $clk_period

set non_clock_inputs [all_inputs -no_clocks]
set_input_delay [expr $clk_period * $clk_io_pct] -clock clk0 $non_clock_inputs
set_output_delay [expr $clk_period * $clk_io_pct] -clock clk0 [all_outputs]

===== flow/run.sh =====
#!/bin/bash
# OpenROAD 26Q1-2900-gdf79404cd8, Yosys 0.63+post, stock flow scripts
make -C /OpenROAD-flow-scripts/flow DESIGN_CONFIG=/design/flow/config.mk WORK_HOME=/design/flow/orfs finish

===== flow/design.v =====
module mux2in1(i_dat0, i_dat1, i_control, o_dat);
parameter WIDTH = 32;
input   [WIDTH-1:0]   i_dat0, i_dat1; 
input                 i_control;
output  [WIDTH-1:0]   o_dat;
reg	[WIDTH-1:0]	o_reg;
always @(*) begin
	case (i_control)
		0: o_reg <= i_dat0;
		1: o_reg <= i_dat1;
	endcase
end
assign o_dat = o_reg;
endmodule
module nextpc(i_PC, i_Imm, i_zero, i_Bne, i_Beq, i_J, o_PC, o_PCSrc);
input	[29:0]	i_PC;
input	[25:0]	i_Imm;
input		i_zero, i_Bne, i_Beq, i_J;
output	[29:0]	o_PC;
output		o_PCSrc;
wire	[29:0]	se, mux0;
mux2in1 #(30) mux_next_pc(.i_dat0(mux0), 
	.i_dat1( {i_PC[29:26], i_Imm} ), 
	.i_control(i_J), 
	.o_dat(o_PC));
assign se = { {(29-15){i_Imm[15]}}, i_Imm[14:0] };
assign mux0 = i_PC + se;
assign o_PCSrc = ( !i_zero & i_Bne ) | i_J | ( i_zero & i_Beq );
endmodule

===== flow/config.mk =====
export PLATFORM = sky130hd
export DESIGN_NAME = nextpc
export DESIGN_NICKNAME = nextpc
export VERILOG_FILES = /design/flow/design.v
export SDC_FILE = /design/flow/constraint.sdc
export NUM_CORES = 4
export LEC_CHECK = 1
export CORE_AREA = 10 10 104 104
export DIE_AREA = 0 0 114 114

==> CHANGELOG.md <==
### Implementation results

- Status: finished clean
- Cycle use final: 75.1%
- GR Util All Layers: 10.1%
- Leak Pwr: 0.00118 uW
- Synthesis area per yosys: 0.00201 sq mm
- I/O pin count: 91
- Site row count: 34
- Share of cells above drive strength 1: 5.04%
- I/O Buffers: 91
- Worst hold path class: input port to primary output
- CP max FO: 4
- Synth-to-Final Area Change: 47.0%
- Cells after synthesis: 300
- Via count: 2438
- # Post-CTS Setup Buffers: 0
- Finished Layout Cells: 485
- Routed wire per std cell: 14.5 microns
- Final setup fails: 0
- Antenna Violating Nets Remaining: 0
- Placed wire-length estimate: 5.96 mm
- Worst vdd ir: 0.0000226 V
- Power per cell area: 63.4 mW/mm^2
- First-pass GRT wire length: 11.3 mm
- Max-slew violation count: 0
- Tool warnings: 32
- Mean Syn Cell Area: 6.69 sq um
- Die height: 114 microns
- Kind of critical path: input port to primary output
- Vias in the first global route: 2297
- Leading area contributor after synthesis: ha_1
- Cells resized by post-CTS repair: 0
- Seq cells: 0
- Max Fclk: 137 MHz
- Synthesis Warnings: 1
- Slew HR: 56.5%
- Worst Hold Path Cells: 4
- Hold EP: o_PC[16]
- Hold Buf Count CTS: 0
- Starting DRT DRC Count: 136
- Synth Cell Area: 0.00201 sq mm
- Simple-gate portion of the synthesized area: 24.8%
- Slew @ Worst Pin: 0.650 ns
- Initial DRT Pass Iterations: 4
- RSZ-0062 raised after global routing: false
- Inst Count DP: 485
- Routability cong.: 0.893
- Xor+xnor area frac: 10.5%
- Library cells used by synthesis: 54
- Setup TNS: 0 ns
- CP Capture Type: primary output
- Initial antenna violation count: 0
- Synth Seq Share: 0%
- GRT overflow: 0
- Routed Wire Length: 7.05 mm
- Max-cap violations: 0
- Startpoint types: input port
- Top comb family, area: AND-OR/OR-AND gates
- Largest net degree at the start of global routing: 60
- Adders+Majority by Area: 19.1%
- Final Util: 34.0%
- DR vias/cell: 5.03
- Crit path arrival time: 5.35 ns
- Chip width: 114 microns
- Drt drc: 0
- MUX area fraction: 3.24%
- Die area: 0.0130 sq mm
- Clkbuf count: 0
- Top cells by area: ha_1, o21ai_0, nand2_1, a21oi_1, xnor2_1
- Yosys Instances: 300
- Ao+oa area frac: 35.3%
- N_diodes: 0
- Reg area: 0 sq um
- Top cell area share: 18.1%
- Endpoints failing hold: 0
- Hold Startpoint: i_Imm[16]
- Critical Path RT: 7.76 ns
- Minimum clock period: 7.29 ns
- Core area: 0.00868 sq mm
- Initial Util: 23.1%
critical path: stages:
cell and delay [ns]:
clkdlybuf4s50_1 0.42, ha_1 0.22, fa_1 0.41, a21o_2 0.26, a221oi_4 0.32, o211ai_2 0.17
a311o_1 0.45, a21oi_2 0.26, nor4b_1 0.08, a211oi_1 0.27, clkdlybuf4s50_1 0.52
per-layer routing:
layer / vias up / routed length (microns) / GRT usage (%)
li1: 1281 / - / -
met1: 1097 / 3410 / 14.4
met2: 58 / 3100 / 15.9
met3: 2 / 504 / 2.29
met4: 0 / 31 / 0.418
met5: - / 0 / 0
Yosys cell counts, types with 3 or more instances:
cell	n
xor2_1	10
nand4_1	11
nor2_1	15
ha_1	29
a31oi_1	3
a21o_2	4
a21oi_1	32
nand2_1	43
mux2_2	4
inv_1	10
a21o_1	4
clkbuf_1	9
o21ai_0	42
and4_1	3
nand3_1	5
xnor2_1	14
a211oi_1	3
nor3_1	4
and3_1	5
worst max path at each step:
stage	from	endpoint	slack, ns	depth (start not counted)
final	i_Imm[0]	o_PC[24]	2.41	11
after CTS	i_Imm[0]	o_PC[24]	2.37	11
after global routing	i_Imm[15]	o_PC[28]	2.23	10
layout make-up:
cell class | instances | area, sq um
Fill cell | 942 | 5730
Multi-Input combinational cell | 275 | 1860
Timing Repair Buffer | 92 | 913
Tap cell | 108 | 135
Inverter | 10 | 37.5
report_power, final:
| group | internal, uW | total (uW) | switching [uW] |
|---|---|---|---|
| Clock | 0 | 0 | 0 |
| Sequential | 0 | 0 | 0 |
| Combinational | 103 | 187 | 84.0 |
| Total | 103 | 187 | 84.0 |
logic make-up after synthesis:
group           after synthesis
compound gates              114
simple gates                101
fa+ha+maj                    30
buf+inv                      25
xor+xnor                     24
mux                           6
cell usage in the layout, fill, tap and decap left out, types with 2 or more instances in the layout:
cell and count:
mux2i_1 2, and2_2 2, o21ai_1 2, or3_1 2
o21ai_0 42, a22oi_1 2, nand3_1 5, o221ai_1 2
o21a_1 2, nand4_1 11, a221oi_1 2, a21o_2 4
xor2_1 10, inv_1 10, and4_1 3, nand2b_1 2
nand2_1 43, nor4b_1 2, nor2b_1 2, xnor2_1 14
a211oi_1 3, o21bai_1 2, a31oi_1 3, nor2_1 15
nor3_1 4, and3_1 5, ha_1 29, o211ai_1 2
a21o_1 4, clkdlybuf4s50_1 90, mux2_2 4, a21oi_1 32
stage by stage:
stage | worst slack, ns | power (uW) | hold slack (ns) | cell area (sq um)
global placement | 2.39 | 189 | 4.80 | 2950
floorplan | 3.69 | 106 | 3.91 | 2010
detailed placement | 2.38 | 188 | 4.80 | 2950
finish | 2.41 | 187 | 4.79 | 2950
global route | 2.23 | 209 | 4.83 | 2950
CTS | 2.37 | 190 | 4.81 | 2950
Power is estimated from default activity; no workload was simulated.
