==> flow/design.v <==
module alu(i_op1, i_op2, i_control, o_result, o_zf);
localparam AND = 4'b0000, OR = 4'b0001, ADD = 4'b0010;
localparam SUB = 4'b0110, SOLT = 4'b0111, NOR = 4'b1100;  
input       [31:0]  i_op1, i_op2;
input       [3:0]   i_control;
output  reg [31:0]  o_result;
output              o_zf;
always @(*) begin
	case(i_control)
		AND: o_result <= i_op1 & i_op2;
		OR: o_result <= i_op1 | i_op2;
		ADD: o_result <= i_op1 + i_op2;
		SUB: o_result <= i_op1 - i_op2;
		SOLT: o_result = ( i_op1 < i_op2) ? 32'b01 : 32'b0;
		NOR: o_result <= ~ (i_op1 | i_op2);
		default: o_result <= 0;
	endcase
end
assign o_zf = (!o_result) ? 1 : 0;
endmodule
==> flow/run.sh <==
#!/bin/bash
# OpenROAD 26Q1-2900-gdf79404cd8, Yosys 0.63+post, stock flow scripts
make -C /OpenROAD-flow-scripts/flow DESIGN_CONFIG=/design/flow/config.mk WORK_HOME=/design/flow/orfs finish
==> flow/config.mk <==
export PLATFORM = sky130hd
export DESIGN_NAME = alu
export DESIGN_NICKNAME = alu
export VERILOG_FILES = /design/flow/design.v
export SDC_FILE = /design/flow/constraint.sdc
export NUM_CORES = 4
export LEC_CHECK = 1
export CORE_UTILIZATION = 30
==> flow/constraint.sdc <==
current_design alu

set clk_period 18.2
set clk_io_pct 0.2

create_clock -name clk0 -period $clk_period

set non_clock_inputs [all_inputs -no_clocks]
set_input_delay [expr $clk_period * $clk_io_pct] -clock clk0 $non_clock_inputs
set_output_delay [expr $clk_period * $clk_io_pct] -clock clk0 [all_outputs]
==> reports/metrics.yaml <==
power:
  total_leakage_power_nw: 3.25
  vdd_ir_drop_max_mv: 0.0158
  power-per-cell-area_mw_per_mm2: 30.6
global_routing:
  grt_overflow: 0
  grt_max_degree: 32
  first_global_vias: 7003
  globalRouteTotalUtil: 0.232
  first_pass_grt_wire_length_um: 39700
  antenna_found_initial: 0
yosys:
  postSynthCellCount: 940
  ys_cells: 940
  netlist_logic_family_top: "AND-OR/OR-AND gates"
  ys_sh_simple: 0.263
  synth_dominant_cell_count: "sky130_fd_sc_hd__ha_1"
  post_synth_fa_ha_maj_area_fraction: 0.206
  synth_top_cell_by_area: "sky130_fd_sc_hd__ha_1"
  synth_top_area_share: 0.200
  cell_types_occupying_the_most_area_after_synthesis: "sky130_fd_sc_hd__ha_1, sky130_fd_sc_hd__a21oi_1, sky130_fd_sc_hd__inv_1"
  yosys.area_share.xor_xnor: 0.0111
  synth.cell_area_sq_mm: 0.00633
  netlist_top_cells_count: "sky130_fd_sc_hd__ha_1, sky130_fd_sc_hd__inv_1, sky130_fd_sc_hd__nor2_1"
  ys_chip_area_sq_mm: 0.00633
  synthDistinctLibCells: 96
  synth.yosys.seq_area_share: 0
  average_cell_area_after_synthesis_sq_um: 6.74
  yosys_warnings: 1
  synthAoiAreaFrac: 0.411
  mux_share_of_area: 0.0115
detailed_routing:
  via_per_inst: 5.93
  antenna_cells_inserted: 0
  detail_route.iter0.violations: 840
  via_count: 7522
  wl_per_cell_um: 20.0
  drc: 0
  wirelength_um: 25300
  drt_pre_antenna_iters: 7
  ant_nets: 0
floorplan:
  core-area_sq_mm: 0.0204
  die-width_um: 147
  chip_area_sq_mm: 0.0217
  rows: 52
  floorplan.initialDensity: 0.310
  floorplan.io_pins: 101
  die_height_um: 147
setup_path:
  cp-endpoint: "o_zf"
  path_class: "in2out"
  crit_path_start_kind: "primary input"
  critPathRequiredTime_ns: 14.56
  worst-endpoint-arrival_ns: 8.45
  setup.worst_path.end_class: "output pin"
  timing.critical_path.fanout_max: 6
  cp-startpoint: "i_op2[0]"
placed_design:
  placement.io_buffers: 101
  hpwl_um: 20000
  dpl_worst_slack_ns: 6.18
  last_weighted_congestion_value_of_the_routability_driven_placer: 1.01
clock_tree:
  postCtsHoldBufs: 0
  cts_post_setup_buffers_inserted: 0
  ctsResizeCount: 0
layout:
  final_layout_size_suffix_gt1_frac: 0.0631
  number_of_fill_cells: 2246
  n_clock_buffer: 0
  multiInputGateArea_sq_mm: 0.00574
  sequential_cell_area_sq_um: 0
  sequential_cell_total: 0
  areaGrowthSynthToFinish_pct: 19.3
timing:
  hold_violations: 0
  least_setup_slack_across_all_paths_after_layout_ns: 6.11
  setup_tns_ns: 0
  worst-slew-pin-transition_ns: 0.687
  worst_slew_margin_rel: 0.538
  period_used_share: 0.664
  post-route-min-period_ns: 12.09
  setup-violations-final: 0
  maxSlewViolCount: 0
  achievable-frequency_mhz: 82.7
  rsz_0062_raised_after_global_routing: "no"
run:
  stage_log_warnings: 101
  max-cap-violations: 0
status:
  result_of_the_run: "finished clean"
min_path:
  worst_hold_path_class: "in2out"
## through the flow
step,util,instance area [sq um],hold WS (ns),power [mW],instances
floorplan,-,6330,7.58,0.143,940
global placement,0.370,7550,8.61,0.226,1269
detailed placement,0.370,7550,8.60,0.226,1269
CTS,0.370,7550,8.60,0.227,1269
global route,0.370,7550,8.64,0.251,1269
finish,0.370,7550,8.61,0.231,1269
## critical path, cell delays in order
cell                              delay, ns
sky130_fd_sc_hd__clkdlybuf4s50_1       0.51
sky130_fd_sc_hd__ha_1                  0.27
sky130_fd_sc_hd__inv_1                 0.08
sky130_fd_sc_hd__fa_1                  0.39
sky130_fd_sc_hd__nand2b_1              0.18
sky130_fd_sc_hd__a21oi_1               0.28
sky130_fd_sc_hd__o211ai_1              0.28
sky130_fd_sc_hd__nand4_1               0.42
sky130_fd_sc_hd__a31oi_1               0.14
sky130_fd_sc_hd__a211oi_1              0.57
sky130_fd_sc_hd__o32ai_1               0.16
sky130_fd_sc_hd__a2111oi_0             0.56
sky130_fd_sc_hd__nand4b_1              0.18
sky130_fd_sc_hd__nor4b_2               0.29
sky130_fd_sc_hd__clkdlybuf4s50_1       0.51
## layer usage
metal  part of all wire  vias to the layer above  GRT usage
li1                   -                     3640          -
met1               0.47                     3458      0.348
met2               0.43                      376      0.353
met3              0.077                       48     0.0225
met4              0.030                        0     0.0639
met5                  0                        -          0
## logic make-up (layout without fill, tap and decap cells)
kind of cell,Yosys count,count (layout)
AND-OR/OR-AND,361,361
AND/OR/NAND/NOR,309,309
buffers and inverters,152,211
adder cells (fa/ha/maj),103,103
XOR/XNOR,8,8
multiplexers,7,7
## where the power goes
group	switching (mW)	leakage [nW]	internal (mW)	total, mW
combinational	0.135	3.25	0.0955	0.231
sequential	0	0	0	0
clock	0	0	0	0
## worst min path at each step
| stage | start | endpoint | cells past startpoint |
|---|---|---|---|
| final | i_control[1] | o_result[13] | 4 |
| after global routing | i_control[1] | o_result[13] | 4 |
| after CTS | i_control[1] | o_result[13] | 4 |
## placed cells by master (no fill, tap or decap), types with 6 or more instances in the layout
cell / n
sky130_fd_sc_hd__a211o_1: 7
sky130_fd_sc_hd__a211oi_1: 18
sky130_fd_sc_hd__a21o_1: 19
sky130_fd_sc_hd__a21oi_1: 85
sky130_fd_sc_hd__a221o_1: 9
sky130_fd_sc_hd__a221oi_1: 18
sky130_fd_sc_hd__a31oi_1: 8
sky130_fd_sc_hd__and2_1: 10
sky130_fd_sc_hd__buf_4: 14
sky130_fd_sc_hd__clkdlybuf4s50_1: 101
sky130_fd_sc_hd__ha_1: 101
sky130_fd_sc_hd__inv_1: 96
sky130_fd_sc_hd__nand2_1: 62
sky130_fd_sc_hd__nand2b_1: 17
sky130_fd_sc_hd__nand3_1: 15
sky130_fd_sc_hd__nand3b_1: 6
sky130_fd_sc_hd__nand4_1: 12
sky130_fd_sc_hd__nand4b_1: 6
sky130_fd_sc_hd__nor2_1: 88
sky130_fd_sc_hd__nor2b_1: 13
sky130_fd_sc_hd__nor3_1: 17
sky130_fd_sc_hd__nor4_1: 8
sky130_fd_sc_hd__o2111ai_1: 6
sky130_fd_sc_hd__o211ai_1: 15
sky130_fd_sc_hd__o21a_1: 9
sky130_fd_sc_hd__o21ai_0: 50
sky130_fd_sc_hd__o21bai_1: 10
sky130_fd_sc_hd__o22ai_1: 8
sky130_fd_sc_hd__o31ai_1: 9
sky130_fd_sc_hd__or3_1: 6
sky130_fd_sc_hd__or4_1: 10
sky130_fd_sc_hd__xnor2_1: 6
## layout make-up
class	instances	share of cell area
timing repair buffer	115	0.148
multi-input combinational	788	0.760
tap	270	0.0447
inverter	96	0.0477
No activity file was given, so power comes from the tool's default toggle rates.
