--- flow/config.mk ---
export PLATFORM = sky130hd
export DESIGN_NAME = regFile
export DESIGN_NICKNAME = regFile
export VERILOG_FILES = /design/flow/design.v
export SDC_FILE = /design/flow/constraint.sdc
export NUM_CORES = 4
export LEC_CHECK = 1
export CORE_UTILIZATION = 50
--- flow/constraint.sdc ---
current_design regFile

set clk_period 7.2
set clk_io_pct 0.2

create_clock -name clk0 -period $clk_period [get_ports {i_clk}]

set non_clock_inputs [all_inputs -no_clocks]
set_input_delay [expr $clk_period * $clk_io_pct] -clock clk0 $non_clock_inputs
set_output_delay [expr $clk_period * $clk_io_pct] -clock clk0 [all_outputs]
--- flow/design.v ---
module regFile(i_clk, 
               i_raddr1, 
               i_raddr2, 
               i_waddr, 
               i_wdata, 
               i_we,
               o_rdata1,
               o_rdata2 
               );
input           i_clk, i_we;
input   [4:0]   i_raddr1, i_raddr2, i_waddr;
input   [31:0]  i_wdata;           
output  [31:0]  o_rdata1, o_rdata2;
reg	[31:0]	mem[1:31];
reg	[31:0]	o_reg1,o_reg2;
assign o_rdata1 = (!i_raddr1) ? 32'b0 : mem[i_raddr1];
assign o_rdata2 = (!i_raddr2) ? 32'b0 : mem[i_raddr2];
always @(posedge i_clk) begin
	if (i_we)
		if (i_waddr != 0)
			mem[i_waddr] <= i_wdata;
end
endmodule
--- flow/run.sh ---
#!/bin/bash
# OpenROAD 26Q1-2900-gdf79404cd8, Yosys 0.63+post, stock flow scripts
make -C /OpenROAD-flow-scripts/flow DESIGN_CONFIG=/design/flow/config.mk WORK_HOME=/design/flow/orfs finish
==> notes.md <==
Results of an implementation run.

The run finished with clean final reports. Grouping stages by cell kind, the critical path spends the most delay in buffers and inverters. The first routing iteration left roughly 1,900 violations. The tally of OpenROAD warnings is 27.

Setup repair after global routing left no endpoint under its margin. The registers of the reported paths see a clock transition of about 0.06 ns. In this run the critical path is formed by clkdlybuf4s50_1 > buf_4 > inv_1 > a21oi_1 > buf_4 > o21ai_0 > a31oi_1 > clkdlybuf4s50_1. The number of synthesis warnings is 1. The core region is roughly 90,000 µm².

In the synthesis report, Yosys lists the chip area as around 46,000 µm². The total chip power is roughly 0.013 W. In this run, synthesis inferred between 900 and 1,000 flip-flops with an integrated enable. The main area contributors are edfxtp_1, mux4_2, mux2i_1.

The number of buffers inserted for hold repair after clock tree synthesis is 0. The synthesized design spends more area on one cell type than any other, namely edfxtp_1. The relative contribution of combinational cells to total power is a little under a tenth.

Per the hold report, the tightest min-delay path originates at i_wdata[25]. The data required time of the critical path is approximately 5.8 ns. The number of standard cells after synthesis is between 2,000 and 3,000.

Per the repair_timing log after CTS, setup buffers inserted total 0. The commonest cells after synthesis are edfxtp_1, mux4_2, mux2i_1, nor2_1, a22oi_1. According to the timing report, the arrival time at the worst endpoint equals between 4 and 5 ns.

The fraction of power consumed by sequential logic is between 40 and 50%. Summing over every cut layer, the via total after detailed routing is about 27,000. The CTS tree is done. After clock tree synthesis, the repair step resized 0 gates. The maximum net fanout on the critical path is 19. The part of the total power dissipated in the clock network is 41.1%. The final report lists the setup-violating endpoint count as 0. For reference, the final report shows the hold violation count at 0.

The total leakage power is between 15 and 20 nW. The largest individual stage delay along the critical path comes from the cell clkdlybuf4s50_1. Looking at the clock tree report, the root buffer type is clkbuf_16.

The die boundary width is between 300 and 400 µm. The count of instantiated cells in the yosys netlist is between 2,000 and 3,000. For this run, the top clock speed supported by timing is 163 MHz.

The chip occupies ~94,000 µm². The largest register by flop count is mem. In the final layout, the fill cell count is roughly 6,700.

The most frequently used library cell after synthesis is edfxtp_1. Once detail routing completed, the nets flagged for antenna violations numbered 0. The die span in y is between 300 and 400 µm. In this run switching power makes up 22.6% of total power.

The area added between synthesis and finish is 13.8%. The post-route worst setup slack is ~1.1 ns. CTS saw 992 sinks.

According to the timing report, the critical path is launched from i_raddr2[3]. Yosys reported that registers with async set or reset make up 0%. The detail-routed via count per cell is approximately 6.6. The area of the mapped netlist is 46,500 µm².

The share of the core area taken by cells at floorplan is 50.6%. In this run, CTS created clock tree buffers numbering 105. In the final timing run, aggregate negative setup slack is 0 ns. Setup slack on the worst path after placement came out at around 1.1 ns. Looking at the clock tree report, the maximum root-to-sink buffer count equals 3. The number of placement rows is ~110. The layout summary lists the proportion of cells stronger than drive strength 1 as approximately a quarter.

The per-cell routed wire length is 34.6 µm. Per the slew report, the remaining headroom to the max-slew limit stands at a little under a third. In the setup report, the worst path falls into the class in -> out. The largest stage delay on the critical path is around 0.60 ns. about 110 I/O pins were placed.

The largest registers in the layout are mem (992). Note that the worst hold path type here is in -> reg. Total power normalized to cell area comes to 245 nW/µm². The number of global-route vias before repair is approximately 30,000. The number of levels in the clock H-tree is 3.

The average footprint of a synthesized cell is 17.9 µm². The post-synthesis register bit count is slightly below 1,000. Across the VDD grid, the largest voltage drop is 0.172 mV. Entering global routing, the biggest net connects a little over 100 pins.

The total internal power is ~0.01 W. STA classifies the critical path startpoint as a primary input. The flip-flop count of the largest register after layout is a little under 1,000.

The overall fraction of global-route tracks in use is roughly a third. The number of iterations in the first detailed-routing pass is 5. For reference, the final report shows the max-slew violation count at 0.

The portion of the clock cycle consumed by the worst path in the final layout is around 85%. The first global-routing pass estimated ~200 mm of wire. The slew at the pin with the worst max-slew slack is roughly 1.0 ns. The number of buffer and inverter stages on the critical path is 5. The initial antenna violation count came to 3.

Per the gpl log, the routability congestion estimate is 0.910. The detailed-route wire length is between 100 and 150 mm. The number of remaining DRC errors is 0. The switching component of the power is between 0.002 and 0.003 W. In the synthesized netlist the dominant register cell turns out to be edfxtp_1.

Sequential elements use about 64% of the synthesized area. The capturing element type of the critical path is an output pin. After synthesis, the largest area contributor takes up 64.1% of total cell area.

The minimum period implied by the final worst setup slack is 6.12 ns. Per the GRT congestion report, total overflow comes to 0. Per the synthesis report, the number of distinct cell types is 38. The HPWL after detailed placement is between 80 and 90 mm.

The max-cap check violation count is 0. The number of input and output port buffers inserted is around 110.
## per-layer routing
layer	wire (µm)	global-route usage [%]	share of wire (%)	up-vias
met2	65400	47.9	46	1980
met3	24200	25.1	17	270
met1	46000	45.1	33	13500
li1	-	-	-	11200
met5	109	2.79	0.077	-
met4	4970	9.19	3.5	6
## power groups by stage
stage	Clock (W)	Combinational [W]	Sequential, W
finish	0.00533	0.00118	0.00646
global route	0.00561	0.00125	0.00646
CTS	0.00540	0.00118	0.00645
## kinds of logic (layout without fill, tap and decap cells)
| family | Yosys count | in the layout | synth area share [%] |
|---|---|---|---|
| AND/OR/NAND/NOR | 374 | 374 | 3.85 |
| flip-flops | 992 | 992 | 64.1 |
| multiplexers | 698 | 698 | 24.6 |
| buffers and inverters | 205 | 430 | 2.36 |
| other | 0 | 2 | 0 |
| AND-OR/OR-AND | 332 | 332 | 5.17 |
## stage by stage
step                hold WS (ns)  utilization (%)  instances  instance area (µm²)
global placement            2.26             53.9       3878                49500
global route                1.59             57.5       4071                52900
finish                      1.58             57.5       4071                52900
detailed placement          2.27             53.9       3878                49500
floorplan                   1.54                -       2601                46500
CTS                         1.55             57.5       4069                52900
## path summary, 6_finish.rpt
check	to	slack, ns	depth (start not counted)
max	o_rdata2[12]	1.08	8
min	mem[4][25]	1.58	2
## layout make-up
type / instances / area [µm²] / area share, %
Multi-Input combinational cell: 1404 / 15900 / 30.1
Antenna cell: 2 / 5.00 / 0.00946
Inverter: 1 / 3.75 / 0.00709
Clock inverter: 64 / 623 / 1.18
Timing Repair Buffer: 238 / 2280 / 4.30
Tap cell: 1243 / 1560 / 2.94
Clock buffer: 127 / 2750 / 5.20
Sequential cell: 992 / 29800 / 56.3
## cells in the final DEF, fill, tap and decap left out, types with 45 or more instances in the layout
cell type,n
edfxtp_1,992
mux4_2,339
mux2i_1,316
buf_4,112
clkbuf_16,107
clkdlybuf4s50_1,104
a22oi_1,92
nand2_1,89
nor2_1,82
a21oi_1,68
nand3_1,52
a22o_1,45
Power figures rest on the tool's default switching activity, not on a simulated workload.
